==> flow/design.v <==
`timescale 1ns / 1ps
module pipelined_processor (
    input clk,               
    input rst,               
    output reg [31:0] pc     
);
reg [31:0] if_id_reg;        
reg [31:0] id_ex_reg [3:0];  
reg [31:0] ex_wb_reg [1:0];  
reg [31:0] reg_file [0:7];   
integer i;
reg [31:0] instr_mem [0:15];
initial begin
    instr_mem[0] = 32'h11230000;  
    instr_mem[1] = 32'h22100000;  
    instr_mem[2] = 32'h33100004;  
end
reg [31:0] data_mem [0:15];
initial begin
    data_mem[12] = 32'd10;  
end
wire [3:0] opcode;
wire [3:0] rdest, rsrc1, rsrc2;
wire [15:0] imm;
wire [31:0] rsrc1_val, rsrc2_val, alu_result;
reg [31:0] result;
assign opcode = if_id_reg[31:28];
assign rdest  = if_id_reg[27:24];
assign rsrc1  = if_id_reg[23:20];
assign rsrc2  = if_id_reg[19:16];
assign imm    = if_id_reg[15:0];
assign rsrc1_val = reg_file[rsrc1];
assign rsrc2_val = reg_file[rsrc2];
always @(*) begin
    case (id_ex_reg[0][31:28])  
        4'b0001: result = id_ex_reg[1] + id_ex_reg[2];  
        4'b0010: result = id_ex_reg[1] - id_ex_reg[2];  
        4'b0011: result = data_mem[id_ex_reg[1] + id_ex_reg[3]];  
        default: result = 32'b0;
    endcase
end
assign alu_result=result;
always @(posedge clk or posedge rst) begin
    if (rst) begin
        pc <= 0;
        if_id_reg <= 0;
        for (i = 0; i < 4; i = i + 1) id_ex_reg[i] <= 0;
        for (i = 0; i < 2; i = i + 1) ex_wb_reg[i] <= 0;
        for (i = 0; i < 8; i = i + 1) reg_file[i] <= 0;
        reg_file[2] <= 5;  
        reg_file[3] <= 3;
    end else begin
        if_id_reg <= instr_mem[pc >> 2];  
        pc <= pc + 4;
        id_ex_reg[0] <= {opcode, rdest, 20'b0};  
        id_ex_reg[1] <= rsrc1_val;               
        id_ex_reg[2] <= rsrc2_val;               
        id_ex_reg[3] <= {{16{imm[15]}}, imm};    
        ex_wb_reg[0] <= alu_result;              
        ex_wb_reg[1] <= id_ex_reg[0][27:24];    
        if (ex_wb_reg[1] != 0)                   
            reg_file[ex_wb_reg[1]] <= ex_wb_reg[0];
    end
end
endmodule
==> flow/run.sh <==
#!/bin/bash
# OpenROAD 26Q1-2900-gdf79404cd8, Yosys 0.63+post, stock flow scripts
make -C /OpenROAD-flow-scripts/flow DESIGN_CONFIG=/design/flow/config.mk WORK_HOME=/design/flow/orfs finish
==> flow/config.mk <==
export PLATFORM = sky130hd
export DESIGN_NAME = pipelined_processor
export DESIGN_NICKNAME = pipelined_processor
export VERILOG_FILES = /design/flow/design.v
export SDC_FILE = /design/flow/constraint.sdc
export NUM_CORES = 4
export LEC_CHECK = 1
export CORE_AREA = 10 10 108 108
export DIE_AREA = 0 0 118 118
==> flow/constraint.sdc <==
current_design pipelined_processor

set clk_period 6.6
set clk_io_pct 0.2

create_clock -name clk0 -period $clk_period [get_ports {clk}]

set non_clock_inputs [all_inputs -no_clocks]
set_input_delay [expr $clk_period * $clk_io_pct] -clock clk0 $non_clock_inputs
set_output_delay [expr $clk_period * $clk_io_pct] -clock clk0 [all_outputs]
==> results_dict.tcl <==
# metrics dict for downstream scripts
set metrics [dict create \
    ys_cells 115 \
    fin_tns_setup_ns 0 \
    ant_nets 0 \
    path_clk_slew_ns 0.07 \
    clock_latency_ns 0.28 \
    arrival_ns 1.25 \
    yosys-stat-area_um2 1340 \
    cp_top_family "buffers and inverters" \
    slowest_delay_ns 0.52 \
    irDropWorstVdd_uv 65.5 \
    grt_max_degree 31 \
    syn_area_um2 1340 \
    grt.overflow.total 0 \
    setup_viol 0 \
    cts_sinks 30 \
    avgSynthCellArea_um2 11.6 \
    initial_utilization 0.144 \
    drc_errors 0 \
    pin_count 34 \
    cp_max_fo 6 \
    finalPower_w 0.000363 \
    die_h_um 118 \
    rsz0062_at_grt "no" \
    critical_path_class "reg -> out" \
    ys_async_sr_fraction 1.00 \
    critPathCaptureType "output pin" \
    warnings 25 \
    rows 35 \
    n_fill_cell 1023 \
    cts_tree "yes" \
    hold_buffers 0 \
    slew_headroom 0.596 \
    antenna_found_initial 0 \
    areaGrowthSynthToFinish_pct 43.2 \
    largest_reg_flops 30 \
    synth_warnings 4 \
    diodes 0 \
    crit_path_cell_trace "clkdlybuf4s50_1" \
    hold_class "reg -> reg" \
    largest_registers "pc x30" \
    fin_crit_ns 2.57 \
    ys_seq_frac 0.561 \
    fmax_mhz 389 \
    cts_root_buf "clkbuf_8" \
    synth_top_area_share 0.561 \
    topCellsByArea "dfrtp_1, xnor2_1, xor2_1" \
    drt_first_pass_iters 2 \
    fin_util 0.206 \
    grt_usage 0.0466 \
    htree_levels 2 \
    viasPerCell 3.35 \
    finalWorstSetupSlack_ns 4.03 \
    synthCells 115 \
    grt_pass1_vias 967 \
    path_buffers 1 \
    common_cells "dfrtp_1, xnor2_1, nand2_1, nand3_1, nand4_1" \
    drtIter0Drc 47 \
    cpMaxStageDelayCell "clkdlybuf4s50_1" \
    skew_ns 0.0132 \
    wl_per_cell_um 11.1 \
    dpl.hpwl_mm 2.32 \
    die_w_um 118 \
    top_cell "dfrtp_1" \
    hold_viol 0 \
    post-cts-setup-buffers 0 \
    cts_resized 0 \
    vias 948 \
    fin_crit_sh 0.390 \
    flop_cell "dfrtp_1" \
    portBuffers 31 \
    max_flop_register "pc" \
    maxCapViolCount 0 \
    grt_first_pass_wirelength_mm 5.29 \
    synth_cell_types 20 \
    whs_ns 0.479 \
    p_leak_nw 0.818 \
    status "finished clean" \
    power.density_nw_per_um2 189 \
    die-area_um2 13900 \
    place.gp.congestion 0.786 \
    coreArea_um2 9280 \
    yosysTopAreaCell "dfrtp_1" \
    cts.path.max_buffers 2 \
    edf_count 0 \
    critPathLaunchType "register" \
    drive_gt1_frac 0.104 \
    finalMaxSlewViolations 0 \
    routed_wl_mm 3.15 \
    post-place-ws_ns 4.34 \
    ys_ff 30 \
    cts_inserted_buffers 5 \
    worstMarginPinSlew_ns 0.601 \
    crit_required_ns 5.28 \
]
-- kinds of logic after synthesis --
group / Yosys count / share of synthesized area
AND/OR/NAND/NOR: 50 / 0.224
other: 1 / 0.00280
flip-flops: 30 / 0.561
adder cells (fa/ha/maj): 1 / 0.00934
XOR/XNOR: 28 / 0.183
buffers and inverters: 5 / 0.0196
-- per-layer routing --
metal  GRT usage  part of all wire  up-vias
li1            -                 -      460
met1      0.0618              0.47      456
met2      0.0692              0.44       27
met3      0.0228             0.079        5
met4     0.00541            0.0098        0
met5           0                 0        -
-- where the power goes --
part / switching [W] / leakage [nW] / internal (W) / total, W
Clock: 0.0000689 / 0.0575 / 0.000105 / 0.000174
Combinational: 0.00000384 / 0.351 / 0.000000948 / 0.00000479
Sequential: 0 / 0.410 / 0.000184 / 0.000184
-- placed cells by master, fill, tap and decap left out, drive strengths merged --
cell type and n:
buf 1, inv 3, clkbuf 8, ha 1
and4 2, nor4 2, conb 2, nand4 10
dfrtp 30, nand3 11, or2 2, and3 2
nor3 3, nor2 7, nand2 10, xnor2 21
clkdlybuf4s50 31, xor2 7, and2 1
-- area by class of cell --
| type | instances | area, um2 | share of cell area |
|---|---|---|---|
| repair buffers | 32 | 318 | 0.166 |
| inverters | 3 | 11.3 | 0.00587 |
| well taps | 129 | 161 | 0.0842 |
| flip-flops and latches | 30 | 751 | 0.392 |
| clock buffers | 8 | 110 | 0.0574 |
| multi-input cells | 81 | 566 | 0.295 |
-- worst paths after layout --
check,to,depth (start not counted),from,slack [ns]
worst max-delay path,pc[26],1,pc[26]$_DFF_PP0_,4.03
worst min-delay path,pc[31]$_DFF_PP0_,1,pc[31]$_DFF_PP0_,0.48
worst max register to register,pc[30]$_DFF_PP0_,5,pc[2]$_DFF_PP0_,4.74
worst min register to register,pc[31]$_DFF_PP0_,1,pc[31]$_DFF_PP0_,0.48
max in group asynchronous,pc[10]$_DFF_PP0_,3,rst,4.87
min in group asynchronous,pc[29]$_DFF_PP0_,3,rst,1.42
-- stage by stage --
step,std cells,instance area (um2)
finish,283,1920
global route,283,1920
CTS,283,1920
detailed placement,275,1810
global placement,275,1810
floorplan,116,1340
No activity file was given, so power comes from the tool's default toggle rates.
